==> config.mk <==
export PLATFORM = sky130hd
export DESIGN_NAME = top
export DESIGN_NICKNAME = top
export VERILOG_FILES = /design/flow/design.v
export SDC_FILE = /design/flow/constraint.sdc
export NUM_CORES = 4
export LEC_CHECK = 1
export CORE_AREA = 10 10 70 70
export DIE_AREA = 0 0 80 80
==> constraint.sdc <==
current_design top

set clk_period 2.6
set clk_io_pct 0.2

create_clock -name clk0 -period $clk_period [get_ports {clk}]

set non_clock_inputs [all_inputs -no_clocks]
set_input_delay [expr $clk_period * $clk_io_pct] -clock clk0 $non_clock_inputs
set_output_delay [expr $clk_period * $clk_io_pct] -clock clk0 [all_outputs]
==> design.v <==
module seguidor_linea(
    input wire clk,
    input wire reset,
    input wire sensor_derecho,
    input wire sensor_izquierdo,
    output reg ENA,
    output reg IN1,
    output reg ENB,
    output reg IN3
);
parameter VELOCIDAD_CONSTANTE = 8'd200;
reg [7:0] contador_pwm;
parameter ESTADO_SOBRE_LINEA = 1'b1;
parameter ESTADO_FUERA_LINEA = 1'b0;
reg estado_actual;
always @(posedge clk) begin
    if (reset) begin
        estado_actual <= ESTADO_FUERA_LINEA;
        ENA <= 1'b0;
        ENB <= 1'b0;
        IN1 <= 1'b0;
        IN3 <= 1'b0;
        contador_pwm <= 8'd0;
    end else begin
        if (contador_pwm < 8'd255) begin
            contador_pwm <= contador_pwm + 1;
        end else begin
            contador_pwm <= 8'd0;
        end
        case (estado_actual)
            ESTADO_SOBRE_LINEA: begin
                if (!(sensor_derecho || sensor_izquierdo)) begin
                    estado_actual <= ESTADO_FUERA_LINEA;
                end
                ENA <= (contador_pwm < VELOCIDAD_CONSTANTE) ? 1'b1 : 1'b0;
                ENB <= (contador_pwm < VELOCIDAD_CONSTANTE) ? 1'b1 : 1'b0;
                IN1 <= 1'b1;
                IN3 <= 1'b1;
            end
            ESTADO_FUERA_LINEA: begin
                if (sensor_derecho && sensor_izquierdo) begin
                    estado_actual <= ESTADO_SOBRE_LINEA;
                end else if (sensor_derecho) begin
                    ENA <= (contador_pwm < VELOCIDAD_CONSTANTE) ? 1'b1 : 1'b0;
                    ENB <= (contador_pwm < VELOCIDAD_CONSTANTE) ? 1'b1 : 1'b0;
                    IN1 <= 1'b1;
                    IN3 <= 1'b0;
                end else if (sensor_izquierdo) begin
                    ENA <= (contador_pwm < VELOCIDAD_CONSTANTE) ? 1'b1 : 1'b0;
                    ENB <= (contador_pwm < VELOCIDAD_CONSTANTE) ? 1'b1 : 1'b0;
                    IN1 <= 1'b0;
                    IN3 <= 1'b1;
                end else begin
                    ENA <= 1'b0;
                    ENB <= 1'b0;
                    IN1 <= 1'b0;
                    IN3 <= 1'b0;
                end
            end
        endcase
    end
end
endmodule
module top(
    input wire clk,
    input wire reset,
    input wire sensor_derecho,   
    input wire sensor_izquierdo,  
    output wire ENA,               
    output wire IN1,               
    output wire ENB,               
    output wire IN3               
);
  seguidor_linea seguidor_linea_inst(
    .clk(clk),
    .reset(reset),
    .sensor_derecho(sensor_derecho),
    .sensor_izquierdo(sensor_izquierdo),
    .ENA(ENA),
    .IN1(IN1),
    .IN3(IN3),
    .ENB(ENB)
  );
 endmodule
==> run.sh <==
#!/bin/bash
# OpenROAD 26Q1-2900-gdf79404cd8, Yosys 0.63+post, stock flow scripts
make -C /OpenROAD-flow-scripts/flow DESIGN_CONFIG=/design/flow/config.mk WORK_HOME=/design/flow/orfs finish
==> flow_summary.rst <==
Run summary
-----------

.. list-table::
   :header-rows: 1

   * - Metric
     - Value
   * - Maximum vdd ir drop
     - 0.1052 mV
   * - Class of the most critical setup path
     - flip-flop to output port
   * - Count of buffer and inverter cells on the critical path
     - 1
   * - Setup repair after global routing missed its margin
     - no
   * - Floorplan core density
     - 14.91%
   * - Wire length after detailed routing
     - 1025 µm
   * - GR Util All Layers
     - 3.235%
   * - Worst hold path class
     - flip-flop to flip-flop
   * - Remaining number of nets flagged by the antenna check after routing
     - 0
   * - Fmax
     - 617.0 MHz
   * - Final critical-path setup slack
     - 979.2 ps
   * - Number of antenna violations at the first check in global routing
     - 0
   * - Switching power total
     - 0.00008158 W
   * - Share of the core filled with cells in the final layout
     - 19.38%
   * - Post-synth area from yosys stat
     - 509.2 µm²
   * - Clk ins delay skew pair
     - 270 ps
   * - Tool Warnings
     - 25
   * - Cell family contributing the most delay on the critical path
     - buffers and inverters
   * - Pwr per Cell Area
     - 574.2 nW/µm²
   * - Count of final setup violators
     - 0
   * - CTS resizes
     - 0
   * - Core Rows
     - 21
   * - Maximum capacitance violations
     - 0
   * - Mapped cell area
     - 509.2 µm²
   * - CP max stage cell
     - sky130_fd_sc_hd__clkdlybuf4s50_1
   * - First-pass GRT wire length
     - 1787 µm
   * - Power Internal
     - 0.0002985 W
   * - CTS tree
     - built
   * - Vias per std cell
     - 3.807
   * - Sequential share of power
     - 52.6%
   * - Total antenna diodes in the routed design
     - 0
   * - Flip-flop and latch area
     - 240.2 µm²
   * - Final instance count without filler cells
     - 114
   * - Slew margin rel.
     - 70.89%
   * - Avg WL per Cell
     - 8.991 µm
   * - Combinational group share of total power
     - 9.2%
   * - Comb area
     - 250.2 µm²
   * - Ports
     - 8
   * - Post-layout minimum cycle time
     - 1621 ps
   * - Final Max Tran Viols
     - 0
   * - Total power consumption of the routed design
     - 0.0003801 W
   * - Highest net fanout along the worst path
     - 3
   * - Slew at the pin with the worst max-slew slack
     - 432.9 ps
   * - Number of global-route vias before repair
     - 423
   * - Final total negative setup slack
     - 0 ps
   * - Total clock sinks
     - 12
   * - Root Buffer Master
     - sky130_fd_sc_hd__clkbuf_4
   * - Number of detailed-routing iterations run before antenna repair
     - 4
   * - Data arrival, critical path
     - 1100 ps
   * - Cts hold-fix bufs
     - 0
   * - Buffers from clock root to sink, at most
     - 2
   * - Element type at the critical path end
     - output port
   * - Unique cell type count in the Yosys netlist
     - 25
   * - Startpoint Class
     - flip-flop
   * - TritonCTS buffer count
     - 3
   * - Largest net degree at the start of global routing
     - 11
   * - Setup skew after layout
     - 2.321 ps
   * - Avg Cell Area, Syn
     - 8.631 µm²
   * - Placed insts
     - 110
   * - HPWL after detailed placement
     - 741.2 µm
   * - Count of unresolved DRC violations after routing
     - 0
   * - Detailed router's first-iteration violation count
     - 21
   * - Yosys cell count
     - 59
   * - Placeable core area
     - 3416 µm²
   * - Switching Fraction
     - 21.46%
   * - DIE WIDTH
     - 80 µm
   * - GR Overflow Total
     - 0
   * - Register bit count reported by yosys
     - 12
   * - Buffer count from post-CTS setup fixing
     - 0
   * - Number of vias in the routed layout
     - 434
   * - Period utilization
     - 62.34%
   * - Cells traversed along the worst timing path
     - clkdlybuf4s50_1
   * - Largest stage delay, worst path
     - 470 ps
   * - DP Worst Slack
     - 793.0 ps
   * - Height of the chip
     - 80 µm
   * - Proportion of synthesized chip area in sequential cells
     - 47.17%
   * - Critical path data required time
     - 2080 ps
   * - Share of cells above drive strength 1
     - 8.824%
   * - Result of the run
     - completed
   * - Synthesis Warnings
     - 1
   * - Launch instance of the worst register-to-register path
     - seguidor_linea_inst.contador_pwm[0]
   * - Port Buffer Count
     - 7
   * - Worst setup path start
     - seguidor_linea_inst.ENA
   * - Area growth from synthesis to layout
     - 29.98%
   * - Clock transition at the registers of the reported paths
     - 70 ps
   * - Portion of total power attributed to the clock network
     - 38.2%
   * - Final Hold Violating Endpoints
     - 0
   * - Max H-tree Level
     - 1
   * - Die Footprint
     - 6400 µm²
   * - Static leakage
     - 0.2196 nW
   * - GPL Wtd Cong
     - 0.8601
   * - Fill cells
     - 382
   * - Hold path startpoint
     - seguidor_linea_inst.contador_pwm[0]
   * - Post-Syn Instances
     - 59
[worst register-to-register path: stages (launching register included)]
cell	delay, ps
sky130_fd_sc_hd__dfxtp_1	390
sky130_fd_sc_hd__ha_1	250
sky130_fd_sc_hd__nand2_1	130
sky130_fd_sc_hd__o31ai_1	440
sky130_fd_sc_hd__nor2_1	90
[Yosys cell counts]
cell type	count	share of area, %
sky130_fd_sc_hd__a21oi_1	7	6.9
sky130_fd_sc_hd__nor2b_1	2	2.5
sky130_fd_sc_hd__dfxtp_1	12	47
sky130_fd_sc_hd__inv_1	2	1.5
sky130_fd_sc_hd__nor2_1	7	5.2
sky130_fd_sc_hd__or3_1	1	1.2
sky130_fd_sc_hd__and3_2	1	1.5
sky130_fd_sc_hd__buf_4	1	1.5
sky130_fd_sc_hd__o21ai_1	1	0.98
sky130_fd_sc_hd__nor3_1	2	2.0
sky130_fd_sc_hd__nand2_1	4	2.9
sky130_fd_sc_hd__nand4_1	2	2.5
sky130_fd_sc_hd__nand3_2	1	2.0
sky130_fd_sc_hd__o31ai_1	1	1.5
sky130_fd_sc_hd__nand2b_1	2	2.5
sky130_fd_sc_hd__nand3_1	2	2.0
sky130_fd_sc_hd__xor2_1	1	1.7
sky130_fd_sc_hd__nand4b_1	1	1.7
sky130_fd_sc_hd__clkbuf_1	1	0.74
sky130_fd_sc_hd__or4_1	1	1.5
sky130_fd_sc_hd__xnor2_1	2	3.4
sky130_fd_sc_hd__o32ai_1	1	1.7
sky130_fd_sc_hd__a31oi_1	1	1.2
sky130_fd_sc_hd__o21ai_0	2	2.0
sky130_fd_sc_hd__ha_1	1	2.5
[layer usage]
layer	GRT usage, %	up-vias	routed length (µm)
met5	0	-	0
met4	1.761	0	36
met3	0.4545	2	35
met2	5.377	10	485
met1	3.911	197	468
li1	-	225	-
[kinds of logic (layout without fill, tap and decap cells)]
kind of cell / count (synthesis) / after routing / synth area share (%)
flops: 12 / 12 / 47.17
xor+xnor: 3 / 3 / 5.161
buf+inv: 4 / 13 / 3.686
compound gates: 13 / 13 / 14.25
simple gates: 26 / 26 / 27.27
fa+ha+maj: 1 / 1 / 2.457
[through the flow]
stage          area, µm²  hold slack, ps
2_1_floorplan      509.2           436.1
3_3_place_gp       625.6           450.4
3_5_place_dp       625.6           455.2
4_1_cts            661.9           475.9
5_1_grt            661.9           490.1
6_report           661.9           485.6
[power by group through the flow]
stage         combinational, W  clock (W)  sequential [W]
global route         0.0000395   0.000159        0.000201
CTS                  0.0000355   0.000151        0.000200
finish               0.0000350   0.000145        0.000200
[flip-flops by register name, summed over array words and instances (netlist names)]
signal                             count
seguidor_linea_inst.estado_actual      1
seguidor_linea_inst.ENA                1
seguidor_linea_inst.IN3                1
seguidor_linea_inst.contador_pwm       8
seguidor_linea_inst.IN1                1
[cell type report]
class                      instances  area share, %
clock buffer                       4          5.482
inverter                           2          1.134
timing repair buffer               7          10.59
sequential                        12          36.29
tap                               46          8.696
multi-input combinational         43          37.81
[final timing paths]
check | endpoint | slack (ps) | depth (start not counted)
worst max-delay path | ENB | 980 | 1
worst min-delay path | seguidor_linea_inst.contador_pwm[0] | 490 | 1
worst max register to register | seguidor_linea_inst.contador_pwm[3] | 1190 | 4
worst min register to register | seguidor_linea_inst.contador_pwm[0] | 490 | 1
[cell usage in the layout (no fill, tap or decap)]
cell,synthesis,routed
sky130_fd_sc_hd__nand4b_1,1,1
sky130_fd_sc_hd__nand3_1,2,2
sky130_fd_sc_hd__and3_2,1,1
sky130_fd_sc_hd__nor2_1,7,7
sky130_fd_sc_hd__ha_1,1,1
sky130_fd_sc_hd__clkbuf_4,0,3
sky130_fd_sc_hd__o21ai_0,2,2
sky130_fd_sc_hd__clkdlybuf4s50_1,0,7
sky130_fd_sc_hd__nand3_2,1,1
sky130_fd_sc_hd__o21ai_1,1,1
sky130_fd_sc_hd__or3_1,1,1
sky130_fd_sc_hd__nand4_1,2,2
sky130_fd_sc_hd__o31ai_1,1,1
sky130_fd_sc_hd__clkbuf_8,0,1
sky130_fd_sc_hd__inv_1,2,2
sky130_fd_sc_hd__o32ai_1,1,1
sky130_fd_sc_hd__xnor2_1,2,2
sky130_fd_sc_hd__nor2b_1,2,2
sky130_fd_sc_hd__nor3_1,2,2
sky130_fd_sc_hd__dfxtp_1,12,12
sky130_fd_sc_hd__nand2_1,4,4
sky130_fd_sc_hd__or4_1,1,1
sky130_fd_sc_hd__a21oi_1,7,7
sky130_fd_sc_hd__a31oi_1,1,1
sky130_fd_sc_hd__xor2_1,1,1
sky130_fd_sc_hd__nand2b_1,2,2
No activity file was given, so power comes from the tool's default toggle rates.
